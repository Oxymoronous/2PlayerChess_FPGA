===== flow/design.v =====
module chess_determine_rowcol(
	input logic [9:0] x_coordinate, y_coordinate,	 
	output int unsigned tile_row, tile_col
);
int unsigned x_temp, y_temp;
assign x_temp = x_coordinate;		 
assign y_temp = y_coordinate;
logic c0, c1, c2, c3, c4, c5, c6, c7, one;
logic r0, r1, r2, r3, r4, r5, r6, r7;
int col_answer, row_answer;
assign one = 1'b1;
assign c0 = (x_temp >= 140) && (x_temp <=184);
assign c1 = (x_temp >= 185) && (x_temp <=229);
assign c2 = (x_temp >= 230) && (x_temp <=274);
assign c3 = (x_temp >= 275) && (x_temp <=319);
assign c4 = (x_temp >= 320) && (x_temp <=364);
assign c5 = (x_temp >= 365) && (x_temp <=409);
assign c6 = (x_temp >= 410) && (x_temp <=454);
assign c7 = (x_temp >= 455) && (x_temp <=499);
assign r0 = (y_temp >= 60) && (y_temp <=104);
assign r1 = (y_temp >= 105) && (y_temp <=149);
assign r2 = (y_temp >= 150) && (y_temp <=194);
assign r3 = (y_temp >= 195) && (y_temp <=239);
assign r4 = (y_temp >= 240) && (y_temp <=284);
assign r5 = (y_temp >= 285) && (y_temp <=329);
assign r6 = (y_temp >= 330) && (y_temp <=374);
assign r7 = (y_temp >= 375) && (y_temp <=419);
always_comb begin		
	unique case (one)
		c0	:	col_answer = 0;
		c1	:	col_answer = 1;
		c2	:	col_answer = 2;
		c3	:	col_answer = 3;	
		c4	:	col_answer = 4;
		c5	:	col_answer = 5;
		c6	:	col_answer = 6;
		c7	:	col_answer = 7;
	endcase
	unique case (one)
		r0	:	row_answer = 0;
		r1	:	row_answer = 1;
		r2	:	row_answer = 2;
		r3	:	row_answer = 3;	
		r4	:	row_answer = 4;
		r5	:	row_answer = 5;
		r6	:	row_answer = 6;
		r7	:	row_answer = 7;
	endcase
end
assign tile_row = row_answer;
assign tile_col = col_answer;
endmodule

===== flow/run.sh =====
#!/bin/bash
# OpenROAD 26Q1-2900-gdf79404cd8, Yosys 0.63+post, stock flow scripts
make -C /OpenROAD-flow-scripts/flow DESIGN_CONFIG=/design/flow/config.mk WORK_HOME=/design/flow/orfs finish

===== flow/config.mk =====
export PLATFORM = sky130hd
export DESIGN_NAME = chess_determine_rowcol
export DESIGN_NICKNAME = chess_determine_rowcol
export VERILOG_FILES = /design/flow/design.v
export SDC_FILE = /design/flow/constraint.sdc
export NUM_CORES = 4
export LEC_CHECK = 1
export CORE_AREA = 10 10 86 86
export DIE_AREA = 0 0 96 96

===== flow/constraint.sdc =====
current_design chess_determine_rowcol

set clk_period 2.0
set clk_io_pct 0.2

create_clock -name clk0 -period $clk_period

set non_clock_inputs [all_inputs -no_clocks]
set_input_delay [expr $clk_period * $clk_io_pct] -clock clk0 $non_clock_inputs
set_output_delay [expr $clk_period * $clk_io_pct] -clock clk0 [all_outputs]

==> impl_metrics.json <==
{
  "num_vias": 939,
  "violations": "setup timing",
  "common_cells": "buf_4, nand2_1, nand3_1",
  "hold_start": "x_coordinate[9]",
  "dpl-instance-area_um2": 1190,
  "syn_avg_cell_area_um2": 6.97,
  "coreArea_um2": 5540,
  "grt-ovfl-total": 0,
  "worstSetupStartpoint": "x_coordinate[0]",
  "cp.arrival_ns": 1.62,
  "place_hpwl_um": 2340,
  "antenna-diode-count": 0,
  "hold_buffers": 0,
  "final_cell_area_um2": 1360,
  "fp_util_pct": 16.5,
  "register_area_um2": 0,
  "place.gp.congestion": 0.858,
  "fillers": 597,
  "finalSetupViolations": 1,
  "warnings": 34,
  "critPathKind": "input pin to primary output",
  "top_area_cell": "buf_4",
  "ys_seq_share_pct": 0,
  "synth-area-yosys_um2": 913,
  "tns_ns": -0.0247,
  "path_cells": "buf_6, a211o_1, a21oi_2, nor4_1, or4_1, buf_2",
  "fp.dieW_um": 96,
  "vias_per_cell": 3.71,
  "cap_violations": 0,
  "ys_cells": 131,
  "first_global_vias": 982,
  "top_cell": "buf_4",
  "grt_max_degree": 8,
  "dr.first_iter.drc_count": 32,
  "netlist_instances": 131,
  "flop-count": 0,
  "chipArea_um2": 9220,
  "status": "complete, but fails checks",
  "p_leak_uw": 0.000672,
  "start_kind": "input pin",
  "p_per_area_nw_per_um2": 153,
  "synth.distinct_cells": 39,
  "rows": 27,
  "topCellsByArea": "buf_4, nand3_1, nand2_1",
  "whs_endpoint": "tile_col[1]",
  "worstPathMaxFanout": 4,
  "clockBufferCount": 0,
  "rsz0062_at_grt": "yes",
  "fin_cells": 253,
  "drt_pre_antenna_iters": 4,
  "grt_pass1_wl_um": 4280,
  "wl_um": 2820,
  "slowest_delay_ns": 0.50,
  "wl_per_cell_um": 11.1,
  "grt_usage_pct": 5.29,
  "top_area_share_pct": 47.7,
  "ios": 84,
  "whs_path_depth": 4,
  "die_y_um": 96,
  "drive_gt1_share_pct": 39.8,
  "ant_nets": 0,
  "finalCriticalPeriod_ns": 2.02,
  "ys_warn_count": 1,
  "end_kind": "primary output",
  "antenna_found_initial": 0,
  "netlist_area_um2": 913,
  "combGateArea_um2": 777,
  "crit_slowest_cell": "or4_1",
  "drv_slew": 0,
  "fin_ws_ns": -0.0247,
  "portBuffers": 26,
  "post-route-drc-count": 0,
  "area_delta_synth_final_pct": 48.8,
  "hold_viol_final": 0,
  "fmax_mhz": 494,
  "dp.cells": 248,
  "fin_crit_sh_pct": 101,
  "required_ns": 1.60,
  "peakVddDrop_uv": 48.2,
  "hold_path_class": "input pin to primary output"
}
-- metal layers --
metal	vias to the layer above	wire length [um]	track usage (%)
met5	-	0	0
met1	431	1220	6.99
met3	0	161	0.865
met2	50	1440	9.36
li1	458	-	-
met4	0	0	0
-- cell usage in the layout (no fill, tap or decap), types with 3 or more instances in the layout --
| master | Yosys | final |
|---|---|---|
| nand3_1 | 7 | 6 |
| inv_1 | 4 | 4 |
| nor2_1 | 3 | 3 |
| nand2_1 | 7 | 5 |
| buf_6 | 0 | 9 |
| clkbuf_2 | 0 | 3 |
| buf_4 | 58 | 23 |
| conb_1 | 1 | 58 |
| clkdlybuf4s15_2 | 0 | 3 |
| dlygate4sd2_1 | 0 | 5 |
| buf_2 | 1 | 5 |
| buf_8 | 0 | 3 |
-- worst max-delay path, delay by kind of cell --
family	cells	cell delay (ns)
buffers and inverters	2	0.23
AND/OR/NAND/NOR	2	0.56
AND-OR/OR-AND	2	0.45
-- stage by stage --
step                      worst slack (ns)  power (uW)  hold slack, ns  utilization [%]
after global routing               -0.0872         232            1.16             24.5
after detailed placement            -0.812         182            1.85             21.4
after CTS                          -0.0408         194            1.23             23.2
after floorplan                      0.201         136           0.835                -
after global placement              -0.821         186            1.84             21.4
final                              -0.0247         207            1.13             24.5
-- how the worst max path moves through the flow --
| stage | endpoint | slack (ns) | cells past startpoint |
|---|---|---|---|
| 4_1_cts | tile_col[0] | -0.04 | 6 |
| 5_1_grt | tile_col[0] | -0.09 | 6 |
| 6_report | tile_col[0] | -0.02 | 6 |
-- cell type report --
| type | count | area share [%] |
|---|---|---|
| inverters | 4 | 1.10 |
| multi-input cells | 123 | 57.2 |
| well taps | 72 | 6.63 |
| repair buffers | 54 | 35.1 |
-- power breakdown --
part | switching, uW | internal [uW]
sequential | 0 | 0
combinational | 92.6 | 115
clock | 0 | 0
total | 92.6 | 115
-- logic make-up (layout without fill, tap and decap cells) --
kind of cell	Yosys count	after routing	synth area share, %
buffers and inverters	65	58	52.3
AND/OR/NAND/NOR	35	35	22.1
AND-OR/OR-AND	29	29	24.0
other	1	58	0.411
multiplexers	1	1	1.23
-- repair_timing --
item                                   CTS  global route
resized                                105            23
buffers inserted                         3             2
gates cloned                             0             0
setup endpoints to repair                6             6
pin swaps                               21             7
endpoints found under the hold margin    0             0
Power figures rest on the tool's default switching activity, not on a simulated workload.
