===== design/flow/config.mk =====
export PLATFORM = sky130hd
export DESIGN_NAME = mapper_45_64
export DESIGN_NICKNAME = mapper_45_64
export VERILOG_FILES = /design/flow/design.v
export SDC_FILE = /design/flow/constraint.sdc
export NUM_CORES = 4
export LEC_CHECK = 1
export CORE_UTILIZATION = 40

===== design/flow/constraint.sdc =====
current_design mapper_45_64

set clk_period 22.5
set clk_io_pct 0.2

create_clock -name clk0 -period $clk_period

set non_clock_inputs [all_inputs -no_clocks]
set_input_delay [expr $clk_period * $clk_io_pct] -clock clk0 $non_clock_inputs
set_output_delay [expr $clk_period * $clk_io_pct] -clock clk0 [all_outputs]

===== design/flow/design.v =====
module mapper_45_64(
input logic [9:0] dx, dy,
output logic [5:0] dxout, dyout
);
int dxfoo, dyfoo;
assign dxfoo = dx - 140;
assign dyfoo = dy - 60;
always_comb begin
	dxout = dxfoo % 45;
	dyout = dyfoo % 45;
end
endmodule

===== design/flow/run.sh =====
#!/bin/bash
# OpenROAD 26Q1-2900-gdf79404cd8, Yosys 0.63+post, stock flow scripts
make -C /OpenROAD-flow-scripts/flow DESIGN_CONFIG=/design/flow/config.mk WORK_HOME=/design/flow/orfs finish

==> flow_metrics.py <==
# Flow results
metrics = {
    "place": {
        "port_buffers": 32,
        "finalWeightedCongestion": 0.9201,
        "dp_worst_setup_slack_ps": 3477,
        "dpl.hpwl_um": 9529,
    },
    "final_timing": {
        "finalHoldViolations": 0,
        "rsz0062_at_grt": "false",
        "fmax_mhz": 52.24,
        "setup-violations-final": 0,
        "fin_crit_ps": 19140,
        "tightest_slew_ps": 923.4,
        "max_slew_margin_pct": 38.44,
        "fin_tns_setup_ps": 0,
        "timing.final.ws_setup_ps": 3359,
        "drv_slew": 0,
        "fin_hold_ws_ps": 10270,
        "post-route-period-util_pct": 85.07,
    },
    "run_status": {
        "status": "complete, no violations",
    },
    "global_route": {
        "track_usage_pct": 20.37,
        "antenna_found_initial": 0,
        "grt_pass1_wl_um": 20160,
        "grt_pass1_vias": 4215,
        "grt.overflow.total": 0,
        "grt_max_degree": 21,
    },
    "critical_path": {
        "worst_ep_required_time_ps": 18000,
        "cpPeakStageDelay_ps": 760,
        "critical_path_class": "input pin to primary output",
        "path_delay_family": "AND-OR/OR-AND gates",
        "cp_max_fo": 15,
        "worst-path-buf-inv": 4,
        "startpoint_type": "input pin",
        "crit_arrival_ps": 14640,
        "critPathMostFrequentCell": "ha_1",
        "critical_path.slowest_cell": "clkdlybuf4s50_1",
        "end_kind": "primary output",
    },
    "route": {
        "drtAntennaViolNets": 0,
        "via_count": 4816,
        "routed_via_density": 6.287,
        "drc_errors": 0,
        "insertedDiodeCount": 0,
        "dr.first_iter.drc_count": 341,
        "firstDrtPassIters": 6,
        "wire_per_inst_um": 15.64,
        "routed_wl_um": 11980,
    },
    "clock_network": {
        "hold_buffers": 0,
        "cts_setup_buffers": 0,
        "post_cts_resized": 0,
    },
    "floorplan": {
        "ios": 32,
        "core_um2": 11030,
        "row_count": 38,
        "fp_util_pct": 41.73,
        "dieArea_um2": 11940,
        "fp.dieW_um": 109.3,
        "die_h_um": 109.3,
    },
    "cells_and_area": {
        "nClkBuffers": 0,
        "fillers": 1097,
        "nFlopsAndLatches": 0,
        "flop_area_um2": 0,
        "drive_gt1_share_pct": 12.30,
        "syn2layout_area_growth_pct": 6.333,
    },
    "logic_synthesis": {
        "avgSynthCellArea_um2": 7.401,
        "top_cell_area_share_pct": 6.524,
        "netlist_instances": 622,
        "netlist_area_um2": 4603,
        "yosys_cells": 622,
        "yosysTopAreaCell": "ha_1",
        "yosysWarningCount": 1,
        "synthTopCellsByArea": "ha_1 6.5%, xnor2_1 6.1%, nor2_1 3.8%",
        "most_common_cell": "nor2_1",
        "synth_seq_share_pct": 0,
        "ys_chip_area_um2": 4603,
        "synthTopCellsByCount": "47 x nor2_1, 45 x nand2_1, 32 x xnor2_1",
        "ys_types": 113,
    },
    "power_and_ir_drop": {
        "irDropWorstVdd_mv": 0.06106,
        "cellLeakagePower_nw": 1.717,
        "power_density_nw_per_um2": 100.3,
    },
    "min_path": {
        "min_path_type": "input pin to primary output",
    },
    "flow_run": {
        "max-cap-violations": 0,
        "tool_warnings": 46,
    },
}
per-stage QoR:
| step | instances | power, mW | util [%] | instance area (um^2) |
|---|---|---|---|---|
| global placement | 766 | 0.4873 | 44.37 | 4895 |
| floorplan | 622 | 0.3561 | - | 4603 |
| global route | 766 | 0.5418 | 44.37 | 4895 |
| finish | 766 | 0.4911 | 44.37 | 4895 |
| detailed placement | 766 | 0.4882 | 44.37 | 4895 |
| CTS | 766 | 0.4918 | 44.37 | 4895 |
placed cells by master, fill, tap and decap left out, types with 5 or more instances in the layout:
master,netlist,final
nor2_1,47,47
nand2_1,45,45
xnor2_1,32,32
clkdlybuf4s50_1,0,32
a21oi_1,29,29
o21ai_0,28,28
nor3_1,24,24
ha_1,24,24
inv_1,21,21
nand3_1,18,18
xor2_1,15,15
or3_1,12,12
a211o_1,12,12
nand2b_1,11,11
and2_1,10,10
o211ai_1,10,10
nor2b_1,9,9
o21ai_1,9,9
nand4_1,9,9
a211oi_1,9,9
a31oi_1,8,8
mux2i_1,8,8
nor4_1,6,6
o22ai_1,6,6
and3_1,5,5
a21oi_2,5,5
mux2_2,5,5
o21a_1,5,5
o211a_1,5,5
o31a_1,5,5
o31ai_1,5,5
o211ai_2,5,5
o2111ai_1,5,5
metal layers:
layer  share of wire, %  wire length [um]  vias to the layer above  GRT usage [%]
met5                  0                 0                        -              0
met4               0.11                13                        0         0.7619
met3                5.3               634                        3          1.158
met2                 43              5186                      142          32.17
met1                 51              6148                     2224          31.85
li1                   -                 -                     2447              -
logic make-up (layout without fill, tap and decap cells):
kind of cell    count (synthesis)  count (layout)  share of synthesized area [%]
fa+ha+maj                      24              24                          6.524
compound gates                236             236                          42.54
simple gates                  243             243                          29.71
buf+inv                        51              55                          6.388
mux                            15              15                          3.533
xor+xnor                       53              53                          11.31
power breakdown:
group	leakage, nW	switching [mW]	internal [mW]
sequential	0	0	0
combinational	1.72	0.255	0.236
clock	0	0	0
total	1.72	0.255	0.236
cell type report:
type                       instances  area [um^2]  share of cell area, %
multi-input combinational        571         4309                  88.04
timing repair buffer              33        327.8                  6.697
inverter                          22        82.58                  1.687
tap                              140        175.2                  3.579
worst paths after layout:
kind | slack (ps) | startpoint | to | depth (start not counted)
setup / recovery | 3360 | dy[2] | dyout[4] | 37
hold / removal | 10270 | dx[0] | dxout[0] | 3
Power is estimated from default activity; no workload was simulated.
